[./constraint.sdc]
current_design SPI_Wrapper

set clk_period 42.1
set clk_io_pct 0.2

create_clock -name clk0 -period $clk_period [get_ports {clk}]

set non_clock_inputs [all_inputs -no_clocks]
set_input_delay [expr $clk_period * $clk_io_pct] -clock clk0 $non_clock_inputs
set_output_delay [expr $clk_period * $clk_io_pct] -clock clk0 [all_outputs]
[./run.sh]
#!/bin/bash
# OpenROAD 26Q1-2900-gdf79404cd8, Yosys 0.63+post, stock flow scripts
make -C /OpenROAD-flow-scripts/flow DESIGN_CONFIG=/design/flow/config.mk WORK_HOME=/design/flow/orfs finish
[./design.v]
module RAM #(
    parameter MEM_DEPTH = 256,
    parameter ADDR_SIZE = 8
)(
    input clk,
    input rst_n,
    input rx_valid,
    input [9:0] din,
    output reg [7:0] dout,
    output reg tx_valid
);
reg [ADDR_SIZE-1:0] memory [MEM_DEPTH-1:0];  
reg [7:0] addr_wr;  
reg [7:0] addr_re;  
always @(posedge clk) begin  
    if (!rst_n) begin    
        dout <= 8'b0;
        tx_valid <= 1'b0;
        addr_wr <= 8'b0;
        addr_re <= 8'b0;
    end else begin
        if (rx_valid) begin  
            case (din[9:8])
                2'b00: begin
                    addr_wr <= din[7:0];  
                    tx_valid <= 1'b0;
                end
                2'b01: begin
                    memory[addr_wr] <= din[7:0];  
                    tx_valid <= 1'b0;
                end
                2'b10: begin
                    addr_re <= din[7:0];  
                    tx_valid <= 1'b0;
                end
                2'b11: begin  
                    dout <= memory[addr_re];
                    tx_valid <= 1'b1;
                end
            endcase
        end
    end
end
endmodule
module SPI_SLAVE(
    input MOSI , tx_valid , clk , rst_n , ss_n ,
    input [7:0] tx_data ,
    output reg  MISO , rx_valid , 
    output reg [9:0] rx_data  
);
localparam IDLE = 3'b000,
           CHK_CMD = 3'b001,
           WRITE = 3'b010,
           READ_ADD = 3'b011,
           READ_DATA = 3'b100;
reg [2:0] cs , ns ;  
reg ADD_DATA_checker ;  
reg [3:0] counter1 ;  
reg [2:0] counter2 ;  
reg [9:0] bus ;  
always @(posedge clk)
begin
    if(~rst_n) 
        cs <= IDLE;
    else 
        cs <= ns ;
end
always @(*) begin
    ns = cs ;
    case(cs)
        IDLE : begin
            if(ss_n)
                ns = IDLE;
            else    
                ns = CHK_CMD;
        end
        CHK_CMD : begin
            if(ss_n)
                ns = IDLE;
            else begin
                if((~ss_n) && (MOSI == 0))
                    ns = WRITE;
                else if ((~ss_n) && (MOSI == 1) && (ADD_DATA_checker == 1))
                    ns = READ_ADD;
                else if ((~ss_n) && (MOSI == 1) && (ADD_DATA_checker == 0))
                    ns = READ_DATA;
            end
        end
        WRITE : begin
            if(ss_n || counter1 == 4'b1111)  
                ns = IDLE;
            else 
                ns = WRITE;
        end
        READ_ADD : begin 
            if(ss_n || counter1 == 4'b1111)
                ns = IDLE;     
            else
                ns = READ_ADD;
        end
        READ_DATA : begin        
            if(ss_n)
                ns = IDLE;
            else
                ns = READ_DATA;
        end
    endcase
end
always @(posedge clk or negedge rst_n) begin
    if (~rst_n) begin
        counter1 <= 9;  
        counter2 <= 7;  
        ADD_DATA_checker <= 1;  
        bus <= 0;
        rx_data <= 0;
        rx_valid <= 0; 
        MISO  <= 0;  
    end
    else begin
        if(cs == IDLE) begin
            rx_valid <= 0;
            counter1 <= 9 ;  
            counter2 <= 7 ; 
        end
        else if(cs == WRITE) begin
            if (counter1 >= 0)begin
                bus[counter1] <= MOSI;
                counter1 <= counter1 - 1;    
            end
            if(counter1 == 4'b1111) begin 
                rx_valid = 1;
                rx_data <= bus ;  
            end
        end
        else if (cs == READ_ADD) begin
            if (counter1 >= 0)begin
                bus[counter1] <= MOSI;
                counter1 <= counter1 - 1;    
            end
            if(counter1 == 4'b1111) begin 
                rx_valid <= 1;
                rx_data <= bus ;  
                ADD_DATA_checker <= 0;  
            end
        end
        else if (cs == READ_DATA) begin
            if (counter1 >= 0)begin
                bus[counter1] <= MOSI;
                counter1 <= counter1 - 1;    
            end
            if(counter1 == 4'b1111) begin 
                rx_valid <= 1;
                rx_data <= bus ;  
                counter1 <= 9 ;  
            end
            if(rx_valid  == 1) rx_valid <= 0;  
            if(tx_valid==1 && counter2 >=0)begin
                MISO <= tx_data[counter2] ;  
                counter2 <= counter2 - 1 ;
            end
            if(counter2 == 3'b111)begin
                ADD_DATA_checker <= 1;  
            end
        end
    end
end
endmodule
module SPI_Wrapper #(parameter MEM_DEPTH = 256 , parameter ADDR_SIZE = 8)(
    input clk , ss_n , MOSI , rst_n ,
    output MISO 
);
wire [9:0] rxdata ;
wire [7:0] txdata ;
wire rx_valid , tx_valid ;
SPI_SLAVE SPI(
    .MOSI(MOSI),
    .MISO(MISO),
    .clk(clk),
    .ss_n(ss_n),
    .rst_n(rst_n),
    .rx_data(rxdata),
    .tx_data(txdata),
    .rx_valid(rx_valid),
    .tx_valid(tx_valid)
);
RAM #(MEM_DEPTH,ADDR_SIZE) Ram (
    .din(rxdata),
    .dout(txdata),
    .clk(clk),
    .rx_valid(rx_valid),
    .tx_valid(tx_valid),
    .rst_n(rst_n)
);
endmodule
[./config.mk]
export PLATFORM = sky130hd
export DESIGN_NAME = SPI_Wrapper
export DESIGN_NICKNAME = SPI_Wrapper
export VERILOG_FILES = /design/flow/design.v
export SDC_FILE = /design/flow/constraint.sdc
export NUM_CORES = 4
export LEC_CHECK = 1
export CORE_UTILIZATION = 40
==> notes.md <==
Implementation results.

The final setup violation count is 0. The buffer_ports step reported a buffer count of 4. The wire length reported by the detailed router is ~230000 um. Power spread over the standard cell area amounts to 44.9 mW/mm^2. At the end of routability-driven placement, the weighted congestion stood at between 0.9 and 1. Post-route period utilization is reported as between 20 and 30%. Prior to clock tree synthesis, the placed netlist has a worst setup slack of just over 30 ns. The number of cells on the worst hold path is listed as 2. The OpenROAD warning count is 37. Max fanout on the critical path was recorded as 11. The wire length per cell after detailed routing is 32.9 um.

TritonCTS built the clock tree. Sorting the synthesized cells by area gives the leading types as edfxtp_1, mux4_2, mux2i_1, mux4_1, nor2_1. Per the OpenROAD power report, leakage power amounts to about 0.024 uW.

The normalized max-slew margin is between 30% and 40%. TritonCTS reports the number of clock sinks as ~2100. The critical path's slowest stage uses the library cell nand3_1. Post-synth the commonest register cell is edfxtp_1. Once the clock tree was built, the setup fixing pass inserted 0 buffers. The total negative setup slack is 0 ns. The combined buffer and inverter count along the critical path is 2. STA shows the worst reg2reg path with a cell count of 10. The HPWL after detailed placement is 146000 um. The largest net degree at the start of global routing is just over 100.

For this configuration, the core starts out at a cell density of around two fifths. The largest total area in the synthesized netlist belongs to edfxtp_1. As reported, the later end of the worst-skew pair has a clock insertion delay of around 0.85 ns. The post-cts hold buffer count is 0. Across all hold checks on the routed design, the worst slack comes to 0.460 ns. The largest vdd supply drop is around 0.032 mV. The number of global-route vias before repair is 45800.

After synthesis, the design contains a little over 4000 cells according to Yosys. The share of synthesized registers carrying an async set or reset is about 1.4%. The maximum count of clock buffers along a single path is 3. The via total after detailed routing is between 40000 and 50000. The width of the chip is about 460 um. The H-tree depth is 4. The stat command in Yosys gives a chip area of ~0.083 mm^2.

Sorting the synthesis cell report by count puts at the top edfxtp_1. Post-CTS repair changed the size of 0 cells. The post-detailed-route DRC marker count is 0.

The critical path's top delay family is simple AND/OR/NAND/NOR gates. After synthesis the netlist holds a flip-flop and latch count of approximately 2100. The startpoint-to-endpoint class of the critical path is in -> reg. The global-route wire length before repair is approximately 330000 um. The cell at the root of the clock tree is clkbuf_16. After synthesis, flip-flops and latches occupy 76.0% of the total area. The area of placed instances is about 0.086 mm^2. The path type of the worst min-delay path is reg -> reg. Setup repair after global routing left no endpoint under its margin. The count of flip-flops with a built-in enable after synthesis is between 2000 and 2500. The worst setup path is captured at a register. For the worst reg-to-reg path, the startpoint reported by OpenROAD is Ram.addr_re[0]. The number of instances in the synthesized netlist is 4077.

The CTS clock-pin slew for the worst setup and hold paths is about 0.06 ns. The total clock buffers created by CTS is 208. In this run the layout overhead on the synthesized area is reported as 12.1%. The max-slew violation count is 0.

The longest incremental delay of any stage on the critical path is reported as a little over 0.7 ns. The total core area is approximately 0.20 mm^2. The tally of unique sky130hd cells used after synthesis is about 71. The share of post-route cells with drive strength above 1 is roughly a fifth. The area of the mapped netlist is just over 0.08 mm^2.

The worst setup path is launched from an input pin. The slew at the pin closest to its max-slew limit is between 0.9 and 1 ns. Setup slack on the worst reg-to-reg path comes out at 36.73 ns. Per the timing report, the most critical flop-to-flop path finishes at Ram.dout[1]. After floorplanning, the die was sized to cover around 0.21 mm^2. The flow ran to the end, and the final reports show no timing, DRC or antenna violations.

The initial antenna violation count is 9. The start point of the worst hold path is Ram.dout[2]. The area fraction of the dominant cell type after synthesis is between 70% and 80%. Based on the critical path, the design can be clocked at up to 91.9 MHz. Counting the fill cells in the layout gives 16700. Hold analysis lists the worst path endpoint as Ram.dout[2]. In this run the count of I/O pins placed on the die edge is 5. The data arrival time at the worst-slack endpoint is between 10 and 15 ns.

Setup slack closes at ~31 ns. The report lists the cells along the critical path as buf_2, nand3_1, nor2_1, nand3_1, buf_4, nor2_1. The worst clock skew is between 0.06 and 0.07 ns.

The global-route congestion overflow total is 0. For this run, the detailed router's first-pass iteration total came to 6. The floorplan die height is between 400 and 500 um.

The synthesis report lists the Yosys warning total as 2. The area of all placed cells without fillers is between 0.09 and 0.1 mm^2. Per the post-route antenna check, the number of violating nets is 0.

A synthesized cell averages a little over 20 um^2. The synthesis run shows the most used standard cells to be edfxtp_1, mux4_2, nor2_1. The data required time reported for the critical path is approximately 43 ns. The number of design-rule violations left by the first detailed-router iteration is 3132. The number of vias per cell is slightly below 6. For reference, the final report shows the hold violation count at 0.

The global router's overall resource usage is between 20% and 30%. The report counts max-capacitance violations totalling 0. The clock period minus final worst setup slack is approximately 11 ns. The count of standard-cell rows is 166.
tightest hold or removal path: stages (launching register included):
cell and delay, ns:
dfxtp_1 0.32, nand2_1 0.05, o311ai_1 0.06
stage by stage:
| stage | total power, uW | cells | util (%) |
|---|---|---|---|
| floorplan | 2310 | 4077 | - |
| global placement | 2310 | 6658 | 41.8 |
| detailed placement | 2310 | 6658 | 41.8 |
| CTS | 4190 | 7043 | 45.2 |
| global route | 4270 | 7046 | 45.2 |
| finish | 4160 | 7049 | 45.2 |
sequential cells by signal (all words and copies together), names as in the netlist:
| signal | cells |
|---|---|
| Ram.addr_re | 8 |
| Ram.addr_wr | 8 |
| Ram.dout | 8 |
| Ram.memory | 2048 |
| Ram.tx_valid | 1 |
| SPI.ADD_DATA_checker | 1 |
| SPI.MISO | 1 |
| SPI.bus | 10 |
| SPI.counter1 | 4 |
| SPI.counter2 | 3 |
| SPI.cs | 5 |
| SPI.rx_data | 10 |
| SPI.rx_valid | 1 |
layout make-up:
type / count / area (um^2) / share of cell area [%]
flip-flops and latches: 2108 / 62900 / 67.9
multi-input cells: 1708 / 18100 / 19.5
clock buffers: 241 / 5390 / 5.82
well taps: 2688 / 3360 / 3.63
clock inverters: 144 / 1630 / 1.76
repair buffers: 145 / 1220 / 1.32
inverters: 9 / 36.3 / 0.0392
diodes: 6 / 15.0 / 0.0162
worst max path at each step:
stage         startpoint                end  slack, ns  depth (start not counted)
finish             rst_n  Ram.memory[80][6]      31.22                          6
CTS                rst_n   Ram.memory[2][0]      31.36                          6
global route       rst_n   Ram.memory[2][0]      30.97                          6
cells in the final DEF (no fill, tap or decap), drive strengths merged, types with 41 or more instances in the layout:
cell    count
o22ai      87
buf       142
o221ai     43
a21oi      41
mux2i     238
edfxtp   2048
a22oi      63
clkbuf    241
a211oi     45
nor2      326
nand2      95
clkinv     86
nand3      59
mux4      427
logic make-up (layout without fill, tap and decap cells):
family,Yosys count,in the layout,synth area share [%]
DFF,2108,2108,76.0
buffers and inverters,261,539,2.14
AOI/OAI and AO/OA,397,397,3.38
xor gates and xnor gates,6,6,0.0635
and+or+nand+nor,614,614,3.28
adders and majority gates,7,7,0.106
muxes,684,684,15.0
other,0,6,0
where the power goes:
part	switching [uW]	internal [uW]	leakage, uW	total, uW
combinational	2.13	1.29	0.00489	3.42
clock	790	1100	0.00337	1890
sequential	0.705	2270	0.0157	2270
total	793	3370	0.0240	4160
per-layer routing:
metal | global-route usage, % | wire length (um)
met5 | 1.54 | 321
met4 | 8.96 | 10900
met3 | 20.8 | 43800
met2 | 34.0 | 103000
met1 | 28.8 | 73600
No activity file was given, so power comes from the tool's default toggle rates.
